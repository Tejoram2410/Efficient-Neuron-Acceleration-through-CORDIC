==> design.v <==
`timescale 1ns / 1ps
module r(input wire clk,
           input wire [2:0] A,
           output reg [7:0] D);
reg [7:0] rom [0:7];
initial
begin
rom[0] = 8'd70;   
rom[1] = 8'd32;   
rom[2] = 8'd16;   
rom[3] = 8'd8;    
rom[4] = 8'd4;    
rom[5] = 8'd2;    
rom[6] = 8'd1;    
rom[7] = 8'd1;    
end
always @(*)
D<=rom[A];
endmodule
`timescale 1ns / 1ps
module SerialCordic(input wire [7:0] X0,Y0,Z0,
                    input wire clk,s1,
                    output wire [7:0] Xn,Yn,Zn);
reg [7:0] Xi,Yi,Zi;
wire di;
reg s2 = 1'b0;
reg [2:0] i = 3'b001;
reg [2:0] address = 3'b000;
wire [7:0] D;
r mem(clk,address,D);
assign di = Zi[7];
assign Xn = (~di)? (Xi+(Yi>>>i)) : (Xi-(Yi>>>i)),
Yn = (~di)? (Yi+(Xi>>>i)) : (Yi-(Xi>>>i)),
Zn = (~di)? (Zi - D) : (Zi + D);
always@(posedge clk)
 begin
 if(s1)
  begin 
  Xi <= X0; Yi <= Y0; Zi <= Z0;
  end
 else
  begin
  Xi <= Xn; Yi <= Yn; Zi <= Zn;
  if(s2 == 1'b1) s2 <= 1'b0;
  else
   begin
   i <= i+1;
   address <= address+1;
   if(i == 3'b011) s2 <= 1'b1;
   end
  end
 end
endmodule
==> run.sh <==
#!/bin/bash
# OpenROAD 26Q1-2900-gdf79404cd8, Yosys 0.63+post, stock flow scripts
make -C /OpenROAD-flow-scripts/flow DESIGN_CONFIG=/design/flow/config.mk WORK_HOME=/design/flow/orfs finish
==> config.mk <==
export PLATFORM = sky130hd
export DESIGN_NAME = SerialCordic
export DESIGN_NICKNAME = SerialCordic
export VERILOG_FILES = /design/flow/design.v
export SDC_FILE = /design/flow/constraint.sdc
export NUM_CORES = 4
export LEC_CHECK = 1
export CORE_UTILIZATION = 40
==> constraint.sdc <==
current_design SerialCordic

set clk_period 8.4
set clk_io_pct 0.2

create_clock -name clk0 -period $clk_period [get_ports {clk}]

set non_clock_inputs [all_inputs -no_clocks]
set_input_delay [expr $clk_period * $clk_io_pct] -clock clk0 $non_clock_inputs
set_output_delay [expr $clk_period * $clk_io_pct] -clock clk0 [all_outputs]
==> results_dict.tcl <==
# metrics dict for downstream scripts
set metrics [dict create \
    outcome "complete, no violations" \
    period_used_share 0.731 \
    cts_setup_buffers 0 \
    track_usage 0.190 \
    fin_crit_ns 6.14 \
    r2r_cells 14 \
    yosys.area.top_type "dfxtp_1" \
    drt_first_iter_violations 135 \
    route.detailed.drc 0 \
    cp.depth 14 \
    pin_count 50 \
    slew_headroom 0.500 \
    finalHoldViolations 0 \
    cts_tree "yes" \
    die_area_um2 8300 \
    portBuffers 49 \
    clock_skew_ns 0.00611 \
    setup_viol 0 \
    yosys_area_um2 3170 \
    dp.cells 500 \
    critPathMaxStageDelay_ns 0.66 \
    drtAntennaViolNets 0 \
    cts.path.max_buffers 2 \
    worstPathRequired_ns 6.72 \
    ff_type "dfxtp_1" \
    path_delay_family "AND-OR/OR-AND gates" \
    synth.yosys.seq_area_share 0.218 \
    vias 2656 \
    max_freq_mhz 163 \
    grt_max_degree 32 \
    synthTopCellsByArea "dfxtp_1 15%, ha_1 13%, edfxtp_1 6.6%" \
    synth.distinct_cells 52 \
    tns_ns 0 \
    coreArea_um2 7690 \
    diodes 0 \
    synth_area_um2 3170 \
    cts.repair.resized 0 \
    postSynth.asyncResetShare 0 \
    clkLatencyLatePin_ns 0.28 \
    synth-edff-count 7 \
    grt_pass1_wl_um 12300 \
    p_leak_nw 1.62 \
    setup.worst_path.class "reg -> out" \
    clock_sinks 31 \
    final_cells 508 \
    htree_levels 2 \
    cp-start-kind "flip-flop" \
    cp.buffers_inverters 2 \
    dr.pass1.iters 4 \
    crit_chain "buf_4 -> mux2i_1 -> a2bb2oi_1 -> nand2_1 -> o21ai_0 -> ha_1 -> o21ai_0 -> ha_1 -> nor2b_1 -> o2111ai_1 -> nand3_1 -> o211ai_1 -> xnor3_1 -> clkdlybuf4s50_1" \
    crit_start "i[1]$_DFFE_PP_" \
    tool_warnings 30 \
    numCtsBuffers 5 \
    gp_congestion 0.865 \
    rsz0062_at_grt "no" \
    holdCritPathClass "reg -> reg" \
    cts.hold.buffers_added 0 \
    regToRegStartpoint "i[1]$_DFFE_PP_" \
    clkTransAtPathRegs_ns 0.07 \
    numSynthFlops 31 \
    ys_cells 366 \
    p_per_area_nw_per_um2 502 \
    max_cap_violations 0 \
    worst_pin_slew_ns 0.750 \
    antenna_found_initial 0 \
    via_per_inst 5.23 \
    endpoint "Yn[7]" \
    drive_gt1_frac 0.101 \
    power_w 0.00192 \
    overflow 0 \
    fp-utilization 0.413 \
    wire_per_inst_um 14.1 \
    syn_inst 366 \
    arrival_ns 4.46 \
    post-dp-hpwl_um 5270 \
    die_y_um 91.1 \
    rrSetupSlack_ns 4.26 \
    std_cell_rows 32 \
    yosysWarnings 2 \
    synth.top_cell.area_share 0.151 \
    worst-path-max-fanout 17 \
    die_x_um 91.1 \
    syn_avg_cell_area_um2 8.67 \
    finalMaxSlewViolations 0 \
    slowest_stage "edfxtp_1" \
    cts_root_buffer "clkbuf_8" \
    grt_pass1_vias 2577 \
    timing.rr.end "Yi[7]$_DFF_P_" \
    area_growth_pct 20.7 \
    ir_drop_v 0.000214 \
    cp-end-kind "output pin" \
    routed_wl_um 7170 \
]
## where the power goes
group / total (W) / switching [W] / internal [W]
combinational: 0.00145 / 0.000555 / 0.000899
sequential: 0.000316 / 0.0000962 / 0.000220
clock: 0.000152 / 0.0000639 / 0.0000884
total: 0.00192 / 0.000715 / 0.00121
## state kept, by name (all words and copies together) (netlist names)
name,flops
i,3
s2,1
Zi,8
Xi,8
Yi,8
address,3
## how the worst min path moves through the flow
stage	startpoint	endpoint	slack [ns]	cells after the start
after CTS	s2$_SDFFCE_PP0N_	s2$_SDFFCE_PP0N_	0.56	1
after global routing	s2$_SDFFCE_PP0N_	s2$_SDFFCE_PP0N_	0.60	1
final	s2$_SDFFCE_PP0N_	s2$_SDFFCE_PP0N_	0.56	1
## cell usage in the layout, fill, tap and decap left out, types with 5 or more instances in the layout
master,n
mux2_2,17
clkbuf_8,5
nand3b_1,5
nor3_1,8
ha_1,33
xnor2_1,13
o21ai_0,18
edfxtp_1,7
clkdlybuf4s50_1,49
xor2_1,15
or3_1,7
inv_1,23
mux2i_1,10
nand2_1,37
nor2_1,34
mux4_2,6
a31oi_1,7
dfxtp_1,24
a21oi_1,23
## cell usage after synthesis (3+ instances only)
| master | number |
|---|---|
| a211oi_1 | 3 |
| a21o_1 | 4 |
| a21oi_1 | 23 |
| a31oi_1 | 7 |
| buf_2 | 5 |
| clkbuf_1 | 10 |
| dfxtp_1 | 24 |
| edfxtp_1 | 7 |
| fa_1 | 3 |
| ha_1 | 33 |
| inv_1 | 23 |
| mux2_2 | 17 |
| mux2i_1 | 10 |
| mux4_2 | 6 |
| nand2_1 | 37 |
| nand2b_1 | 4 |
| nand3b_1 | 5 |
| nor2_1 | 34 |
| nor2b_1 | 4 |
| nor3_1 | 8 |
| o21ai_0 | 18 |
| o21bai_1 | 4 |
| or3_1 | 7 |
| or3b_1 | 3 |
| xnor2_1 | 13 |
| xor2_1 | 15 |
## per-layer routing
metal	global-route usage	part of all wire	wire length [um]	vias to the layer above
li1	-	-	-	1378
met1	0.289	0.49	3530	1221
met2	0.308	0.46	3300	51
met3	0.0255	0.038	270	6
met4	0.0185	0.0084	60	0
met5	0	0	0	-
## logic make-up (layout without fill, tap and decap cells)
kind of cell / count (synthesis) / in the layout / synth area share
multiplexers: 36 / 36 / 0.156
flip-flops: 31 / 31 / 0.218
adder cells (fa/ha/maj): 36 / 36 / 0.149
XOR/XNOR: 30 / 30 / 0.0914
buffers and inverters: 44 / 84 / 0.0587
AND-OR/OR-AND: 77 / 77 / 0.157
AND/OR/NAND/NOR: 112 / 112 / 0.170
## area by class of cell
cell class              instances  area [um^2]
fillers                       726         3860
multi-input cells             291         2300
clock inverters                 3         43.8
clock buffers                   5         68.8
inverters                      24         90.1
flip-flops and latches         31          691
repair buffers                 52          513
well taps                     102          128
## stage by stage
step / hold slack (ns) / worst slack, ns / area (um^2) / utilization
6_report: 0.564 / 2.26 / 3830 / 0.498
5_1_grt: 0.599 / 1.72 / 3830 / 0.498
4_1_cts: 0.561 / 2.28 / 3830 / 0.498
3_5_place_dp: 0.550 / 2.65 / 3720 / 0.484
3_3_place_gp: 0.543 / 2.67 / 3720 / 0.484
2_1_floorplan: 0.531 / 3.32 / 3170 / -
Power is estimated from default activity; no workload was simulated.
