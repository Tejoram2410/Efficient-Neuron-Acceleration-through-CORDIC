==> design/flow/design.v <==
`timescale 1ns / 1ps
module MAC (input wire [7:0] An,Wn,
            input wire [2:0] counter,
            input wire clk,start,stop,
            output reg [15:0] out,
            output wire [15:0] Zn);
wire [15:0] outm;
multiply mul(An,Wn,counter,clk,start,stop,outm,Zn);
initial 
out <= 16'd0;
always@(posedge clk)
begin
if(stop)
out <= out+outm;
end
endmodule
module mul_lut(input [2:0] address, output [7:0] val);
reg [7:0] lut [0:7];
initial
begin
lut[0] <= 8'd128;
lut[1] <= 8'd64;
lut[2] <= 8'd32;
lut[3] <= 8'd16;
lut[4] <= 8'd8;
lut[5] <= 8'd4;
lut[6] <= 8'd2;
lut[7] <= 8'd1;
end
assign val = lut[address];
endmodule
`timescale 1ns / 1ps
module multiply(input wire[7:0] A,B,
                input wire [2:0] counter,
                input wire clk,start,stop,
                output wire [15:0] C,
                output wire [15:0] Zn);
reg [7:0] Xi = 8'd0;
reg [15:0] Yi = 16'd0,Zi = 16'd0;
wire [7:0] Xn;
wire [15:0] Yn;
wire [7:0] val;
wire di;
wire [7:0] Ai,Bi;
wire [7:0] As,Bs;
mul_lut l(counter,val);
assign di = Zi[7],Xn = Xi,C = Yn,
Yn = (~di)? (Yi+(Xi<<(7-counter))) : (Yi-(Xi<<(7-counter))),
Zn = (~di)? (Zi - val) : (Zi + val);
assign As = 8'd0-A;
assign Bs = 8'd0-B;
assign {Ai,Bi} = ({A[7],B[7]} == 2'b00 ) ? {A,B} : 
                 ({A[7],B[7]} == 2'b01 ) ? {A,B} :
                 ({A[7],B[7]} == 2'b10 ) ? {B,A} :
                 ({A[7],B[7]} == 2'b11 ) ? {As,Bs} : {16'd0,16'd0} ;
always@(posedge clk)
 begin
 if(counter == 3'd0)
  begin 
  Xi <= Ai; Yi <= 8'd0; Zi <= Bi;
  end
 else if(!stop)
  begin
  Xi <= Xn; Yi <= Yn; Zi <= Zn;
  end
 end
endmodule
==> design/flow/run.sh <==
#!/bin/bash
# OpenROAD 26Q1-2900-gdf79404cd8, Yosys 0.63+post, stock flow scripts
make -C /OpenROAD-flow-scripts/flow DESIGN_CONFIG=/design/flow/config.mk WORK_HOME=/design/flow/orfs finish
==> design/flow/config.mk <==
export PLATFORM = sky130hd
export DESIGN_NAME = MAC
export DESIGN_NICKNAME = MAC
export VERILOG_FILES = /design/flow/design.v
export SDC_FILE = /design/flow/constraint.sdc
export NUM_CORES = 4
export LEC_CHECK = 1
export CORE_UTILIZATION = 50
==> design/flow/constraint.sdc <==
current_design MAC

set clk_period 15.2
set clk_io_pct 0.2

create_clock -name clk0 -period $clk_period [get_ports {clk}]

set non_clock_inputs [all_inputs -no_clocks]
set_input_delay [expr $clk_period * $clk_io_pct] -clock clk0 $non_clock_inputs
set_output_delay [expr $clk_period * $clk_io_pct] -clock clk0 [all_outputs]
==> job_summary.md <==
### Yosys + OpenROAD results

| Metric | Value |
|---|---|
| Total number of vias | `4,438` |
| Yosys Instances | `617` |
| Area leader share | `0.1860` |
| Status | `complete, no violations` |
| Hold buffers post-CTS | `0` |
| # placed instances | `784` |
| Worst-path clk slew | `0.09 ns` |
| Clk root buf | `clkbuf_8` |
| Core area | `0.009910 mm²` |
| Clock Skews | `0.01132 ns` |
| RePlAce Congestion | `0.8786` |
| Crit path launch type | `input port` |
| Drt first-iter violations | `154` |
| Post-synth mux share | `0.03973` |
| Max-cap violations | `0` |
| Area growth, synth to finish | `14.61%` |
| Global route total overflow | `0` |
| Tmin final | `10.59 ns` |
| Critical-path top delay cell | `clkdlybuf4s50_1` |
| WP data arrival | `7.55 ns` |
| Chip Area, Yosys | `0.005165 mm²` |
| Post-synth ARST share | `0` |
| Main logic family | `AND-OR/OR-AND gates` |
| Fmax achieved | `94.44 MHz` |
| CTS sink count | `56` |
| Chip area | `0.01074 mm²` |
| CTS tree | `built` |
| Final WL | `10.99 mm` |
| Seq/Total Area, Yosys | `0.2791` |
| Comb. cell area | `0.003523 mm²` |
| Yosys simple share | `0.1839` |
| Tightest Pin Transition | `0.8564 ns` |
| Post-CTS setup buffer count | `0` |
| GRT Total Usage | `0.2147` |
| RSZ-0062 raised after global routing | `false` |
| Largest stage delay, worst path | `0.98 ns` |
| Routed Antenna Nets | `0` |
| Post-layout util | `0.5973` |
| Largest net degree at the start of global routing | `41` |
| Critical path's top delay family | `buffers and inverters` |
| Non-Filler Instances | `792` |
| Vias in the first global route | `4,180` |
| First-pass GRT wire length | `18.89 mm` |
| Final Max Tran Viols | `0` |
| Fill cells | `874` |
| Vias per inst | `5.604` |
| Yosys warning total | `3` |
| Setup TNS | `0 ns` |
| Antenna Cells | `0` |
| Yosys xor share | `0.08987` |
| Commonest Layout Cell | `a21oi_1` |
| Synth Register Bits | `56` |
| Resized Gates After CTS | `0` |
| Top FF cell, synth | `edfxtp_1` |
| Pre-antenna DRT Iters | `4` |
| Placement Cell Area | `0.005793 mm²` |
| Routed WL per cell | `13.87 µm` |
| IO Port Bufs | `52` |
| Design Area, Final | `0.005919 mm²` |
| Initial antenna violation count | `0` |
| Late-Pin Clk Latency | `0.32 ns` |
| Die Wd | `103.6 µm` |
| Row count | `36` |
| Critical Path Sink Type | `output pin` |
| Cycle use final | `0.6966` |
| Setup CP Type | `input port to output pin` |
| Sequential Area | `0.001441 mm²` |
| Crit path cell chain | `clkdlybuf4s50_1 > or3_1 > clkinv_2 > a21oi_1 > ha_1 > a21oi_1 > o21ai_0 > a32oi_1 > o21bai_1 > o31a_1 > a21o_1 > o22ai_1 > xor2_1 > xnor2_1 > clkdlybuf4s50_1` |
| Syn_area_per_cell | `8.371 µm²` |
| Slew margin rel. | `0.4273` |
| Aoi share | `0.2384` |
| Chip Height | `103.6 µm` |
| Cell count after synthesis | `617` |
| Top cells by area | `edfxtp_1 19%, ha_1 12%, dfxtp_1 9.3%` |
| Drc violations | `0` |
| Req. time, crit path | `12.16 ns` |
| Worst Path Buf+Inv | `3` |
| Number of synthesized flops with an enable pin | `32` |
| Final hold viol count | `0` |
| Max FO, Critical Path | `40` |
| Synth area leader | `edfxtp_1` |
| Distinct lib cells used | `69` |
| Adder share | `0.1303` |
| Endpoints failing setup | `0` |
| Post-Syn Area | `0.005165 mm²` |
| Post-DP HPWL | `8.149 mm` |
| IO Pins | `54` |
| Log Warnings | `28` |
| Total CTS buffers | `5` |
| H-tree depth | `2` |
| Dominant logic cell types in the final layout | `64 x a21oi_1, 58 x nand2_1, 57 x nor2_1, 52 x clkdlybuf4s50_1, 49 x ha_1` |
| Clock buffer depth | `2` |
| Layout cell share with drive strength beyond 1 | `0.05918` |
| Hold WC Path Type | `register to register` |
| Pre-Place Util | `0.5212` |
cell usage after synthesis, types with 13 or more instances:
master    instances
inv_1            20
mux2i_1          16
nor3_1           15
nand3_1          13
clkbuf_1         19
a21oi_1          64
ha_1             49
edfxtp_1         32
nor2_1           57
xnor2_1          26
nand2_1          58
dfxtp_1          24
xor2_1           27
o21ai_0          34
sequential cells by signal, summed over array words and instances, names as in the netlist:
name and count:
out 16, mul.Yi 16, mul.Zi 16, mul.Xi 8
cells by family after synthesis:
kind of cell    count (synthesis)
compound gates                192
simple gates                  198
flops                          56
xor+xnor                       53
mux                            19
buf+inv                        47
fa+ha+maj                      52
final cells by class:
| type | instances | share of cell area |
|---|---|---|
| Timing Repair Buffer | 59 | 0.09681 |
| Clock buffer | 7 | 0.01628 |
| Tap cell | 133 | 0.02811 |
| Multi-Input combinational cell | 514 | 0.5952 |
| Inverter | 22 | 0.01501 |
| Clock inverter | 1 | 0.005073 |
| Sequential cell | 56 | 0.2435 |
layer usage:
layer | track usage | up-vias | routed length [µm]
li1 | - | 2341 | -
met4 | 0.01553 | 0 | 90
met5 | 0 | - | 0
met2 | 0.3557 | 71 | 5271
met1 | 0.3271 | 2019 | 5319
met3 | 0.01987 | 7 | 303
through the flow:
| stage | setup WS, ns | hold slack, ns |
|---|---|---|
| floorplan | 6.320 | 0.4447 |
| global placement | 4.682 | 0.4535 |
| detailed placement | 4.601 | 0.4620 |
| CTS | 4.592 | 0.4774 |
| global route | 4.258 | 0.5031 |
| finish | 4.612 | 0.4727 |
path summary, 6_finish.rpt:
check / from / to / slack (ns) / cells past startpoint
hold reg to reg: mul.Zi[14] / mul.Zi[14] / 0.47 / 2
setup reg to reg: mul.Xi[0] / out[15] / 9.99 / 24
hold / removal: mul.Zi[14] / mul.Zi[14] / 0.47 / 2
setup / recovery: counter[1] / Zn[15] / 4.61 / 15
worst reg2reg max path: cells and delay by family, from the launching register on:
family	cells	cell delay, ns
compound gates	11	2.40
xor+xnor	1	0.08
fa+ha+maj	3	0.78
buf+inv	2	0.14
flops	1	0.47
simple gates	7	1.12
